File: flow/design.v
 module memory 
    #(
        parameter MEM_WIDTH  = 8,
        parameter DATA_WIDTH = 32,
        parameter ADDR_WIDTH = 8
    )
    (
    input   wire                            clk,
    input   wire                            rst_n,
    input   wire                            i_wenable,
    input   wire    [0:ADDR_WIDTH-1]        i_address,
    input   wire    [0:DATA_WIDTH-1]        i_data,
    output  wire    [0:DATA_WIDTH-1]        o_data
    );
    parameter   MEM_INIT_FILE   = "C:/Users/mique/OneDrive/Universidad/10mo Cuatri/PPS - Allegro/Trabajo Practico/RISC/rtl/mem.hex";
    parameter               N_ROWS = (1 << ADDR_WIDTH);       
    reg[0:MEM_WIDTH-1]      memory [0:4*N_ROWS-1];                 
    initial begin
        if (MEM_INIT_FILE != "") begin
          	$readmemh(MEM_INIT_FILE, memory, 0, 1023);
        end
    end 
    integer i;
    always @(posedge clk) begin
        if(!rst_n) begin
            for (i = 0; i < N_ROWS ; i = i+1) begin
              memory[i]   <= 8'd0;
            end
        end
        else begin
            if(i_wenable) begin
                memory[i_address*4]                               <= i_data[24:31];
                memory[i_address*4 + {{ADDR_WIDTH-1{1'b0}},1'd1}] <= i_data[16:23];
                memory[i_address*4 + {{ADDR_WIDTH-2{1'b0}},2'd2}] <= i_data[8:15];
                memory[i_address*4 + {{ADDR_WIDTH-2{1'b0}},2'd3}] <= i_data[0:7];
            end
        end
    end
   	assign o_data = {{memory[i_address*4]}, 
                     {memory[i_address*4 + {{ADDR_WIDTH-1{1'b0}},1'd1}]}, 
                     {memory[i_address*4 + {{ADDR_WIDTH-2{1'b0}},2'd2}]}, 
                     {memory[i_address*4 + {{ADDR_WIDTH-2{1'b0}},2'd3}]}};
 endmodule
File: flow/run.sh
#!/bin/bash
# OpenROAD 26Q1-2900-gdf79404cd8, Yosys 0.63+post, stock flow scripts
make -C /OpenROAD-flow-scripts/flow DESIGN_CONFIG=/design/flow/config.mk WORK_HOME=/design/flow/orfs finish
File: flow/config.mk
export PLATFORM = sky130hd
export DESIGN_NAME = memory
export DESIGN_NICKNAME = memory
export VERILOG_FILES = /design/flow/design.v
export SDC_FILE = /design/flow/constraint.sdc
export NUM_CORES = 4
export LEC_CHECK = 1
export CORE_UTILIZATION = 50
export SYNTH_HDL_FRONTEND = slang
export SYNTH_MEMORY_MAX_BITS = 65536
File: flow/constraint.sdc
current_design memory

set clk_period 123.9
set clk_io_pct 0.2

create_clock -name clk0 -period $clk_period [get_ports {clk}]

set non_clock_inputs [all_inputs -no_clocks]
set_input_delay [expr $clk_period * $clk_io_pct] -clock clk0 $non_clock_inputs
set_output_delay [expr $clk_period * $clk_io_pct] -clock clk0 [all_outputs]
==> metrics.yaml <==
cp_max_fo: 38
cts.sinks: 8192
grtUsageMet3: 0.3579
cts_root_buf: "clkbuf_16"
worstHoldStart: "i_data[13]"
hold_buffers: 0
synth-seq-cells: 8192
flop_area_um2: 246000
gr-max-usage-layer: "met2"
crit_arrival_ps: 32650
clk_pin_slew_ps: 70
fin_crit_sh: 0.4636
fin_tns_setup_ps: 0
antenna_left: 0
area_growth_pct: 13.20
enable_flop_cells: 8192
use_met1: 0.4610
cts_resized: 0
layout-drive-gt1-share: 0.1741
layout_setup_ws_ps: 66470
crit_top_cell: "buf_4"
max_freq_mhz: 17.41
grt_setup_unrepaired: "false"
die_w_um: 809.2
switchingPower_uw: 1356
violations: "max-capacitance violations, max-slew violations"
track_usage: 0.4074
cts_buffers: 821
p_seq_frac: 0.528
status: "complete, but fails checks"
largest_reg_flops: 8192
die_h_um: 809.2
syn_avg_cell_area_um2: 16.75
synth_top_cell_by_area: "edfxtp_1"
largest_register: "memory"
grt_pass1_vias: 197900
cts.path.max_buffers: 4
clock_power_share: 0.407
fp-row-count: 296
fin_crit_ps: 57430
most_common_cell: "edfxtp_1"
synth.distinct_cells: 85
place_ws_ps: 66590
grt_pass1_wl_mm: 1628
reg_top3: "memory (8192)"
ff_type: "edfxtp_1"
slew_violations: 6
yosys_warnings: 0
setup_viol: 0
worstPathRequired_ps: 99120
ys_seq_share: 0.7550
crit_slowest_cell: "nor4_1"
vdd_ir_drop_max_v: 0.00001949
hold_path_end: "memory[782][2]"
warnings: 32
top_cells_by_area: "edfxtp_1 (76%), and2_1 (4.0%), mux2i_1 (2.5%)"
antenna_found_initial: 131
grt_remaining_overflow: 0
final_hold_viol_count: 0
place_hpwl_mm: 737.2
worst_slew_pin_slew_ps: 1678
p_leak_uw: 0.1189
slew_headroom: -0.1237
cp_num_buf_inv: 10
yosys_cells: 19450
p_per_area_nw_per_um2: 15.89
core_area_um2: 649600
drt-pass1-iter-count: 30
postCtsSetupBuffers: 0
grt_max_degree: 110
grtUsageMet2: 0.5189
vias: 192500
globalplace.congestion: 1.015
critPathTopFamily: "buffers and inverters"
path_cells: "buf_16 -> buf_4 -> buf_4 -> buf_4 -> buf_4 -> buf_4 -> buf_4 -> buf_4 -> mux2_2 -> a221oi_1 -> nor2_1 -> o21bai_1 -> buf_4 -> o2111ai_1 -> nor4_1 -> nand4_1 -> clkdlybuf4s50_1"
crit_path_start_kind: "primary input"
slowest_delay_ps: 940
syn_area_um2: 325800
first_iter_violations: 15480
combGateArea_um2: 75130
hold_path.class: "primary input to flop"
cts_tree: "built"
max_cap_viol_count: 3
htreeDepth: 6
io_buffers: 74
vias_per_cell: 6.526
p_int_uw: 4503
syn-instance-count: 19450
synthTopCellsByCount: "edfxtp_1 (8,192), and2_1 (2,058), a22oi_1 (896), mux2i_1 (820), a221oi_1 (805)"
routed_wl_mm: 1198
fillCellCount: 47990
power_frac_comb: 0.065
drc: 0
crit_cells: 17
hold_depth: 1
drt-wirelength-per-cell_um: 40.60
async_reset_ff_frac: 0
ys_chip_area_um2: 325800
fp_util: 0.5016
critical_path_class: "primary input to primary output"
die_area_um2: 654900
critPathCaptureType: "primary output"
top_cell_area_share: 0.7550
p_sw_frac: 0.2315
num_io_pins: 75
## worst max path at each step
| stage | from | to |
|---|---|---|
| finish | i_address[5] | o_data[12] |
| global route | i_address[5] | o_data[12] |
| CTS | i_address[5] | o_data[12] |
## placed cells by master (no fill, tap or decap), types with 260 or more instances in the layout
master	count
edfxtp_1	8192
mux2_2	520
diode_2	260
clkbuf_16	832
buf_4	1217
a22oi_1	896
mux2i_1	820
o21ai_0	523
a221oi_1	805
a21oi_1	511
nor2_1	362
nand2_1	455
and2_1	2057
## layer usage
layer  vias up  wire length (um)
li1      79360                 -
met1     95150            343300
met2     14880            503200
met3      2996            250000
met4       158             94930
met5         -              6365
## area by class of cell
type	instances	share of cell area
clock buffer	1044	0.05861
antenna	260	0.001764
timing repair buffer	1333	0.02942
tap	8642	0.02932
sequential	8192	0.6670
multi-input combinational	9595	0.2037
clock inverter	431	0.01008
inverter	5	0.0001527
## power groups by stage
stage,Sequential (uW),Combinational [uW],Clock (uW)
after CTS,3090,371,2400
after global routing,3100,392,2500
final,3090,383,2380
## metrics by stage
| stage | cell area (um2) | util | hold slack (ps) | cells | total power, uW |
|---|---|---|---|---|---|
| 3_5_place_dp | 342800 | 0.5278 | 25190 | 27770 | 3522 |
| 6_report | 368800 | 0.5678 | 23990 | 29500 | 5859 |
| 5_1_grt | 368600 | 0.5674 | 23980 | 29400 | 5983 |
| 3_3_place_gp | 342600 | 0.5273 | 25180 | 27750 | 3518 |
| 4_1_cts | 368200 | 0.5668 | 23950 | 29240 | 5860 |
| 2_1_floorplan | 325800 | - | 24880 | 19450 | 3308 |
## cells by family after synthesis
kind of cell,Yosys count,share of synthesized area
AND/OR/NAND/NOR,3598,0.06120
AND-OR/OR-AND,4425,0.1014
multiplexers,1572,0.05864
buffers and inverters,1664,0.02381
flip-flops,8192,0.7550
Power and IR drop assume default switching activity.
