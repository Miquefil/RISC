==> /design/flow/design.v <==
module program_counter_multi #(
        parameter MEM_INIT_FILE = "C:/Users/mique/OneDrive/Universidad/10mo Cuatri/PPS - Allegro/Trabajo Practico/RISC/rtl/multicycle/pc_mem_target_multi.hex"
    )
    (
    input   wire                clk,
    input   wire                pc_en,
    input   wire                bias_en,
    input   wire [7:0]          bias,
    output  wire [31:0]         instruction_output,
    output  wire [7:0]          program_counter
);
  	reg [7:0]   mem [0:1023];
    reg [7:0]   mem_counter = 8'h00; 
    initial begin
        if (MEM_INIT_FILE != "") begin
          	$readmemh(MEM_INIT_FILE, mem, 0, 1023);
        end
    end
    always @(posedge clk) begin
        if(bias_en) begin
            mem_counter <= bias;
        end 
        else begin
            if(pc_en) begin
                mem_counter <= mem_counter + 8'd1;    
            end 
        end
    end    
    assign      instruction_output[31:0] = {mem[mem_counter*4], mem[mem_counter*4+8'd1], mem[mem_counter*4+8'd2], mem[mem_counter*4+8'd3]};
    assign      program_counter          = mem_counter;
endmodule  
==> /design/flow/run.sh <==
#!/bin/bash
# OpenROAD 26Q1-2900-gdf79404cd8, Yosys 0.63+post, stock flow scripts
make -C /OpenROAD-flow-scripts/flow DESIGN_CONFIG=/design/flow/config.mk WORK_HOME=/design/flow/orfs finish
==> /design/flow/config.mk <==
export PLATFORM = sky130hd
export DESIGN_NAME = program_counter_multi
export DESIGN_NICKNAME = program_counter_multi
export VERILOG_FILES = /design/flow/design.v
export SDC_FILE = /design/flow/constraint.sdc
export NUM_CORES = 4
export LEC_CHECK = 1
export CORE_AREA = 10 10 74 74
export DIE_AREA = 0 0 84 84
export SYNTH_HDL_FRONTEND = slang
export SYNTH_MEMORY_MAX_BITS = 65536
==> /design/flow/constraint.sdc <==
current_design program_counter_multi

set clk_period 1.9
set clk_io_pct 0.2

create_clock -name clk0 -period $clk_period [get_ports {clk}]

set non_clock_inputs [all_inputs -no_clocks]
set_input_delay [expr $clk_period * $clk_io_pct] -clock clk0 $non_clock_inputs
set_output_delay [expr $clk_period * $clk_io_pct] -clock clk0 [all_outputs]
==> flow_summary.yaml <==
# physical design summary
power:
  ir_drop_mv: 0.164
  total_power_uw: 569
  p_leak_nw: 0.364
  power_density_nw_per_um2: 651
route:
  drtIter0Drc: 16
  finalWirelength_um: 1650
  dr.pass1.iters: 3
  antennaDiodeCount: 0
  via_per_inst: 3.28
  drtAntennaViolNets: 0
  drt-wirelength-per-cell_um: 11.0
  vias: 489
  route.detailed.drc: 0
timing:
  finalHoldViolCount: 0
  clock_skew_ps: 1.57
  whs_ps: 660
  slew_viol_final: 0
  fin_ws_ps: 350
  max_freq_mhz: 645
  setup-violations-final: 0
  rsz0062_at_grt: "false"
  post-route-period-util_pct: 81.6
  tns_ps: 0
  fin_crit_ps: 1550
logic_synthesis:
  ys_warn_count: 0
  postSynthCellCount: 78
  ys_types: 16
  yosys-stat-cells: 78
  yosys_register_bits: 8
  ys_area_um2: 707
  postSynthSeqShare_pct: 34.0
  syn_avg_cell_area_um2: 9.06
  syn-cell-area_um2: 707
floorplan:
  dieWidth_um: 84
  coreArea_um2: 3970
  fp_util_pct: 17.8
  std_cell_rows: 23
  die_area_um2: 7060
  die_h_um: 84
  ioPinCount: 51
setup_path:
  cp_max_fo: 5
  crit_chain: "clkdlybuf4s50_1"
  cpMaxStageDelayCell: "clkdlybuf4s50_1"
  cp.required_ps: 1520
  critPathTopFamily: "buffers and inverters"
  critPathBufInv: 1
  crit_type: "reg -> out"
  startpoint_type: "flip-flop"
  crit_path_end_kind: "primary output"
  cpPeakStageDelay_ps: 520
  cp_data_arrival_time_ps: 1170
final_layout:
  final_util_pct: 22.0
  lay_top_cells: "conb_1, clkdlybuf4s50_1, nand2_1, edfxtp_1, nand3_1"
  drive_above_1_share_pct: 7.07
  fillers: 442
  regArea_um2: 240
  largest_reg_flops: 8
  stdcell_count: 149
  combGateArea_um2: 328
  lay_top_count: "conb_1"
  area_growth_syn_to_layout_pct: 23.7
  fin_area_um2: 875
clocking:
  cts_made_buffers: 3
  cts.clk_slew.worst_paths_ps: 40
  clk_path_buf_depth: 2
  htree_levels: 1
  cts_tree: "built"
  clock-sinks: 8
  post_cts_resized: 0
  cts_setup_buffers: 0
  cts_root_buf: "clkbuf_8"
  cts_hold_buffers: 0
  clk-insertion-delay-late_ps: 220
global_route:
  grt_max_degree: 10
  grt_overflow_total: 0
  grt_pass1_vias: 515
  antenna_found_initial: 0
  grt_first_pass_wirelength_um: 2310
  grt.total_usage_pct: 4.00
placed_design:
  place_inst: 146
  place.port_buffers: 18
  placed_area_um2: 833
  preCtsSetupSlack_ps: 157
  globalplace.congestion: 0.761
  dp_hpwl_um: 1410
job:
  max_cap_viol_count: 0
  tool_warnings: 25
outcome:
  outcome: "finished clean"
worst_hold_path:
  holdCritPathClass: "reg -> reg"
## final timing paths
check / start / slack (ps) / cells after the start / to
setup / recovery: program_counter[2] / 350 / 1 / program_counter[2]
hold / removal: program_counter[0] / 660 / 1 / program_counter[0]
setup reg to reg: program_counter[0] / 470 / 4 / program_counter[6]
hold reg to reg: program_counter[0] / 660 / 1 / program_counter[0]
## where the power goes
group	total [mW]	switching [mW]	internal, mW
Clock	0.198	0.0617	0.137
Sequential	0.252	0.0273	0.224
Combinational	0.119	0.0400	0.0787
## logic make-up after synthesis
family | Yosys count | synth area share (%)
xor+xnor | 3 | 3.72
compound gates | 7 | 4.96
flops | 8 | 34.0
buf+inv | 34 | 36.1
other cells | 1 | 0.530
fa+ha+maj | 1 | 1.77
mux | 1 | 1.59
simple gates | 23 | 17.3
## final cells by class
type                       count  share of cell area [%]
multi-input combinational     67                    37.5
clock buffer                   3                    4.72
sequential                     8                    27.5
tap                           50                    7.15
timing repair buffer          21                    23.2
## cell usage after synthesis, drive strengths merged
cell type / number / area (um^2)
buf: 34 / 255
nand2: 9 / 33.8
edfxtp: 8 / 240
o21ai: 7 / 35.0
nand3: 6 / 35.0
nor2b: 3 / 18.8
or4: 3 / 22.5
xor2: 2 / 17.5
conb: 1 / 3.75
ha: 1 / 12.5
mux2: 1 / 11.3
nand4: 1 / 6.26
or2: 1 / 6.26
xnor2: 1 / 8.76
## per-layer routing
metal	part of all wire [%]	global-route usage, %
met1	42	4.78
met2	47	6.20
met3	11	2.36
met4	0	0.457
met5	0	0
Power and IR drop assume default switching activity.
