File: config.mk
export PLATFORM = sky130hd
export DESIGN_NAME = program_counter
export DESIGN_NICKNAME = program_counter
export VERILOG_FILES = /design/flow/design.v
export SDC_FILE = /design/flow/constraint.sdc
export NUM_CORES = 4
export LEC_CHECK = 1
export CORE_AREA = 10 10 70 70
export DIE_AREA = 0 0 80 80
export SYNTH_HDL_FRONTEND = slang
export SYNTH_MEMORY_MAX_BITS = 65536
File: constraint.sdc
current_design program_counter

set clk_period 1.7
set clk_io_pct 0.2

create_clock -name clk0 -period $clk_period [get_ports {clk}]

set non_clock_inputs [all_inputs -no_clocks]
set_input_delay [expr $clk_period * $clk_io_pct] -clock clk0 $non_clock_inputs
set_output_delay [expr $clk_period * $clk_io_pct] -clock clk0 [all_outputs]
File: design.v
module program_counter (
    input   wire                clk,
    input   wire                bias_en,
    input   wire [7:0]          bias,
    output  wire [31:0]         instruction_output,
    output  wire [7:0]          program_counter
);
    parameter   MEM_INIT_FILE   = "C:/Users/mique/OneDrive/Universidad/10mo Cuatri/PPS - Allegro/Trabajo Practico/RISC/rtl/pc_mem_RANDOM.hex";   
  	reg [7:0]   mem [0:1024];
    reg [7:0]   mem_counter = 8'h00; 
    initial begin
        if (MEM_INIT_FILE != "") begin
          	$readmemh(MEM_INIT_FILE, mem, 0, 1024);
        end
    end 
    always @(posedge clk) begin
        if(bias_en) begin
            mem_counter <= bias;
        end 
        else begin
            mem_counter <= mem_counter + 8'd1;    
        end            
    end    
    assign      instruction_output[31:0] = {mem[mem_counter*4], mem[mem_counter*4+8'd1], mem[mem_counter*4+8'd2], mem[mem_counter*4+8'd3]};
    assign      program_counter          = mem_counter;
endmodule  
File: run.sh
#!/bin/bash
# OpenROAD 26Q1-2900-gdf79404cd8, Yosys 0.63+post, stock flow scripts
make -C /OpenROAD-flow-scripts/flow DESIGN_CONFIG=/design/flow/config.mk WORK_HOME=/design/flow/orfs finish
==> run_results.csv <==
group,metric,value,unit
outcome,status,"finished, final reports clean",
power_and_ir_drop,swShare,26.1,%
synth,synthCells,77,
place,io_buffers,17,
finish,area_growth,20.4,%
clocking,clk_pin_slew,0.05,ns
routing,first_pass_iters,4,
floorplan,die_x,80,um
clocking,clock_path_buffers,2,
sta,finalSetupViolCount,0,
grt,grt_antenna_before_repair,0,
sta,setup_tns,0,ns
clocking,cts_tree,"yes",
floorplan,io_pins,50,
worst_setup_path,cp_slowest_stage_delay,0.52,ns
worst_setup_path,cp-start-kind,"register",
worst_setup_path,crit_required,1.36,ns
grt,grtUsageTotal,4.49,%
routing,antenna_cells,0,
job,maxCapViolations,0,
floorplan,core_area,3420,um^2
finish,final_area,747,um^2
finish,final_util,21.9,%
floorplan,num_rows,21,
worst_setup_path,slowest_stage,"clkdlybuf4s50_1",
clocking,cts.sinks,8,
sta,clock-skew-final,0.000153,ns
power_and_ir_drop,p_leak,0.329,nW
sta,post-route-min-period,1.54,ns
floorplan,die_y,80,um
worst_setup_path,critPathMaxFanout,6,
grt,grt_first_pass_wirelength,2350,um
grt,gr-total-overflow,0,
grt,grt_max_degree,9,
clocking,clk_latency,0.25,ns
routing,ant_nets,0,
clocking,htreeDepth,1,
worst_setup_path,cpLargestDelayFamily,"buffers and inverters",
routing,wl_per_cell,10.2,um
floorplan,dieArea,6400,um^2
worst_setup_path,cp.arrival,1.20,ns
finish,drive_gt1_share,6.25,%
finish,largest_register_ffs,8,
worst_setup_path,cp_cell_sequence,"clkdlybuf4s50_1",
routing,route.detailed.drc,0,
sta,finalCritPeriodShare,90.5,%
power_and_ir_drop,power.switching,135,uW
power_and_ir_drop,p_int,381,uW
routing,vias,440,
routing,via_per_inst,3.10,
place,place_congestion,0.715,
routing,wl,1460,um
worst_setup_path,timing.critical_path.buf_inv,1,
synth,yosysSeqAreaShare,25.8,%
power_and_ir_drop,irDropWorstVdd,0.390,mV
routing,first_iter_violations,10,
worst_setup_path,cp-end-kind,"output pin",
synth,synth_area,621,um^2
clocking,postCtsSetupRepairBufs,0,
power_and_ir_drop,clkPwrFrac,27.8,%
sta,rsz0062_at_grt,"false",
sta,finalMaxSlewViolations,0,
job,log.warning_count,25,
floorplan,fp-utilization,18.2,%
worst_setup_path,crit_type,"register to output pin",
sta,finalHoldViolations,0,
place,dp_hpwl,1280,um
synth,ys_cells,77,
clocking,ctsRootBufferMaster,"clkbuf_4",
power_and_ir_drop,p_per_area,691,nW/um^2
min_path,min_path_type,"register to register",
synth,syn_area_per_cell,8.06,um^2
sta,fmax,650,MHz
synth,yosysChipArea,621,um^2
clocking,cts-resized-gates,0,
place,place_area,724,um^2
synth,yosysUniqueCellTypes,15,
synth,ys_ff,8,
power_and_ir_drop,p_seq_share,47.4,%
synth,yosysWarnings,0,
clocking,numCtsBuffers,3,
clocking,cts-hold-fix-buffers,0,
grt,first_global_vias,500,
power_and_ir_drop,pwr-share-comb,24.9,%
## cells in the mapped netlist
cell	instances	area, um^2
buf_4	34	255
conb_1	1	3.75
dfxtp_1	8	160
ha_1	1	12.5
mux2_1	1	11.3
nand2_1	9	33.8
nand3_1	5	25.0
nand3_2	1	10.0
nand4_1	1	6.26
nor2b_1	3	18.8
o21ai_0	4	20.0
o21ai_1	3	15.0
or4_1	3	22.5
xnor2_1	1	8.76
xor2_1	2	17.5
## metal layers
| layer | vias to the layer above | part of all wire, % | global-route usage (%) |
|---|---|---|---|
| li1 | 230 | - | - |
| met1 | 175 | 48 | 5.38 |
| met2 | 33 | 36 | 6.34 |
| met3 | 2 | 16 | 3.75 |
| met4 | 0 | 0.41 | 0.176 |
| met5 | - | 0 | 0 |
## metrics by stage
stage	std cells	hold slack [ns]	power, mW	setup WS (ns)
after global placement	139	0.495	0.381	0.170
final	142	0.510	0.516	0.162
after global routing	142	0.530	0.563	0.0700
after CTS	142	0.513	0.526	0.149
after detailed placement	139	0.499	0.381	0.142
after floorplan	108	0.449	0.340	0.511
## kinds of logic (layout without fill, tap and decap cells)
| family | Yosys count | after routing | synth area share [%] |
|---|---|---|---|
| and+or+nand+nor | 22 | 22 | 18.7 |
| adders and majority gates | 1 | 1 | 2.02 |
| buffers and inverters | 34 | 22 | 41.1 |
| AOI/OAI and AO/OA | 7 | 7 | 5.64 |
| xor gates and xnor gates | 3 | 3 | 4.23 |
| other | 1 | 32 | 0.604 |
| muxes | 1 | 1 | 1.81 |
| DFF | 8 | 8 | 25.8 |
## power by group through the flow
| stage | logic, mW | registers (mW) | clock network [mW] |
|---|---|---|---|
| CTS | 0.134 | 0.244 | 0.148 |
| global route | 0.152 | 0.249 | 0.162 |
| finish | 0.128 | 0.244 | 0.143 |
## final timing paths
kind	start	to	slack, ns	cells after the start
hold / removal	program_counter[0]$_DFF_P_	program_counter[0]$_DFF_P_	0.51	1
setup reg to reg	program_counter[0]$_DFF_P_	program_counter[6]$_DFF_P_	0.39	4
setup / recovery	program_counter[3]$_DFF_P_	program_counter[3]	0.16	1
hold reg to reg	program_counter[0]$_DFF_P_	program_counter[0]$_DFF_P_	0.51	1
## cells in the final DEF, fill, tap and decap left out, types with 2 or more instances in the layout
master / Yosys / final
buf_4: 34 / 2
clkbuf_4: 0 / 3
clkdlybuf4s50_1: 0 / 17
conb_1: 1 / 32
dfxtp_1: 8 / 8
nand2_1: 9 / 9
nand3_1: 5 / 5
nor2b_1: 3 / 3
o21ai_0: 4 / 4
o21ai_1: 3 / 3
or4_1: 3 / 3
xor2_1: 2 / 2
## cell type report
| type | instances | area [um^2] |
|---|---|---|
| Clock buffer | 3 | 22.5 |
| Sequential cell | 8 | 160 |
| Fill cell | 390 | 2670 |
| Timing Repair Buffer | 19 | 185 |
| Tap cell | 46 | 57.6 |
| Multi-Input combinational cell | 66 | 322 |
Power and IR drop assume default switching activity.
